### flow/config.mk
export PLATFORM = sky130hd
export DESIGN_NAME = seven_segment
export DESIGN_NICKNAME = seven_segment
export VERILOG_FILES = /design/flow/design.v
export SDC_FILE = /design/flow/constraint.sdc
export NUM_CORES = 4
export LEC_CHECK = 1
export CORE_AREA = 10 10 70 70
export DIE_AREA = 0 0 80 80
### flow/constraint.sdc
current_design seven_segment

set clk_period 2.5
set clk_io_pct 0.2

create_clock -name clk0 -period $clk_period [get_ports {clk}]

set non_clock_inputs [all_inputs -no_clocks]
set_input_delay [expr $clk_period * $clk_io_pct] -clock clk0 $non_clock_inputs
set_output_delay [expr $clk_period * $clk_io_pct] -clock clk0 [all_outputs]
### flow/design.v
`timescale 1ns / 1ps
module binary_to_segment(
    input [4:0] binary_in,
    output reg [6:0] seven_out
    );
always @(binary_in) 
begin
    case(binary_in)
			5'd0: seven_out =7'b0000001;            	 
			5'd1: seven_out =7'b1001111;            	 
			5'd2: seven_out =7'b0010010;            	 
			5'd3: seven_out =7'b0000110;            	 
			5'd4: seven_out =7'b1001100;            	 
			5'd5: seven_out =7'b0100100;            	 
			5'd6: seven_out =7'b0100000;            	 
			5'd7: seven_out =7'b0001111;            	 
			5'd8: seven_out =7'b0000000;            	 
			5'd9: seven_out =7'b0001100;            		 
			5'd10: seven_out =7'b0001000;           	 
			5'd11: seven_out =7'b0000000;            	 
			5'd12: seven_out =7'b0110001;  		   	 
			5'd13: seven_out =7'b0000001;            	 
			5'd14: seven_out =7'b0110000;           	 
			5'd15: seven_out =7'b0111000; 		      	 
			5'd16: seven_out= 7'b1110001;           	 
			5'd17: seven_out= 7'b1000010;           	 
			5'd18: seven_out= 7'b0011000;           	 
			5'd19: seven_out= 7'b1111110;           	 
			5'd20: seven_out= 7'b1101010;           	 
			5'd21: seven_out= 7'b1111010;           	 
			5'd22: seven_out= 7'b1100011;           	 
			5'd23: seven_out= 7'b1110010;           	 
			5'd24: seven_out= 7'b1110000;           	 
			5'd25: seven_out= 7'b1000100;           	 
			5'd26: seven_out= 7'b0100100;          	 
			5'd27: seven_out= 7'b1111111;           	 
			default: seven_out = 7'b1111111;
    endcase
end
endmodule
`timescale 1ns / 1ps
module seven_segment(
    input clk,
	 input [1:0] status,
	 input [3:0] switch_test,
	 output reg [3:0] AN,
	 output [6:0] seven_out
    );
initial AN = 4'b1110;
reg [1:0] count = 0;
reg [3:0] seven_in;
binary_to_segment disp0(seven_in,seven_out);		 
always @(posedge clk) begin
	count <= count + 1;
	case (count)
	 0: begin 
		AN <= 4'b1110;
		seven_in <= switch_test;	 
	 end
	 1: begin 
		AN <= 4'b1101;
		seven_in <= 0;					 
	end
	2: begin 
		AN <= 4'b1011;
		seven_in <= 0;					 
	end
	3: begin 
		AN <= 4'b0111;
		seven_in <= status+10;		 
	end
	endcase
end
endmodule
### flow/run.sh
#!/bin/bash
# OpenROAD 26Q1-2900-gdf79404cd8, Yosys 0.63+post, stock flow scripts
make -C /OpenROAD-flow-scripts/flow DESIGN_CONFIG=/design/flow/config.mk WORK_HOME=/design/flow/orfs finish
==> results.cfg <==
; generated from flow reports
[setup_path]
critPathKind = register to register
critical_path_buf_inv_count = 2
critical_path_arrival_ns = 2.29
worstSetupStartpointType = register
cp_slowest_stage_delay_ns = 0.34
cp.required_ns = 2.65
cp_slowest_cell = dfxtp_1
path_cells = inv_1 > ha_1 > and3b_1 > a21oi_2 > inv_1 > ha_1 > and4b_1 > nor2_1 > o32ai_2
crit_family = simple AND/OR/NAND/NOR gates
endpoint_kind = register
critPathMaxFanout = 6

[place]
place.gp.congestion = 0.862
post_dp_cell_area_sq_um = 931
hpwl_mm = 1.18
io_buffers = 17

[yosys]
synth_xor_xnor_area_share = 0
adder_share = 0.214
synth_cells = 70
yosys-stat-area_sq_um = 703
yosys.area_share.simple = 0.176
yosys.area_share.aoi = 0.157
yosys-stat-cells = 70
mux_share = 0.0302
synth_flops = 13
synth_cell_types = 29
synth_area_sq_um = 703
logic_family = adder cells
ys_seq_frac = 0.370
syn_avg_cell_area_sq_um = 10.0
ys.warnings.count = 3

[final_timing]
fmaxAchievable_ghz = 0.467
fin_crit_sh = 0.856
fin_hold_ws_ns = 0.503
setup_tns_ns = 0
slew_headroom = 0.781
clock_skew_ns = 0.00362
finalCriticalPeriod_ns = 2.14
final_hold_viol_count = 0
rsz0062_at_grt = false
worstMarginPinSlew_ns = 0.320
finalMaxSlewViolations = 0
setup_viol = 0

[final_layout]
finish.instance_area_sq_um = 961
fin_util = 0.281
syn2layout_area_growth_pct = 36.7
drive_above_1_share = 0.110

[clock_tree]
cts_tree = yes
cts_setup_buffers = 0
insertion_delay_ns = 0.26
cts_buffers = 3
path_clk_slew_ns = 0.07
clk_path_buf_depth = 2
cts-hold-fix-buffers = 0
post_cts_resize_count = 0
root_buffer = clkbuf_4
clock_sinks = 13
htree_levels = 1

[route]
dr.pass1.iters = 4
antenna-diode-count = 0
viasPerCell = 4.12
vias = 564
wire_per_inst_um = 10.2
drtIter0Drc = 29
drt-total-wl_mm = 1.40
drc = 0
ant_nets = 0

[global_route]
grt_util_met2 = 0.0586
grtUsageMet1 = 0.0639
grt_antenna_before_repair = 0
busiest_layer = met1
grt_use_met3 = 0.0125
grt_max_degree = 11
first_global_vias = 523
grt_pass1_wl_mm = 2.33
gr-total-overflow = 0
track_usage = 0.0429

[power]
vdd_ir_drop_max_mv = 0.0883
p_leak_nw = 0.412
p_per_area_mw_per_mm2 = 352
p_total_mw = 0.338

[die]
core_sq_mm = 0.00342
dieArea_sq_mm = 0.00640
die_h_um = 80
row_count = 21
floorplan.io_pins = 18
initCoreUtil = 0.206
die_width_um = 80

[min_path]
worstHoldPathType = register to register

[run]
warnings = 35
maxCapViolCount = 0

[status]
status = finished, final reports clean
[per-layer routing]
layer,share of wire,vias to the layer above
met5,0,-
met4,0.022,0
met3,0.10,2
met2,0.40,25
met1,0.48,245
li1,-,292
[registers in the layout, indices dropped and copies added (netlist names)]
name / flops
seven_out: 7
AN: 4
count: 2
[area by class of cell]
type / instances / area (sq um)
Sequential cell: 13 / 260
Fill cell: 365 / 2450
Multi-Input combinational cell: 48 / 409
Tap cell: 46 / 57.6
Timing Repair Buffer: 18 / 178
Clock buffer: 4 / 26.3
Inverter: 8 / 30.0
[per-stage QoR]
stage               instances  worst slack [ns]
CTS                       137             0.215
detailed placement        133            0.0788
global route              137             0.150
global placement          133             0.123
finish                    137             0.359
floorplan                  70             0.404
[cells by family after synthesis]
family | Yosys count
DFF | 13
adders and majority gates | 12
and+or+nand+nor | 21
buffers and inverters | 9
AOI/OAI and AO/OA | 13
muxes | 2
[path summary, 6_finish.rpt]
path,cells past startpoint,end,slack (ns),startpoint
hold reg to reg,1,count[0]$_DFF_P_,0.50,count[0]$_DFF_P_
hold / removal,1,count[0]$_DFF_P_,0.50,count[0]$_DFF_P_
setup / recovery,9,seven_out[0]$_DFF_P_,0.36,count[0]$_DFF_P_
setup reg to reg,9,seven_out[0]$_DFF_P_,0.36,count[0]$_DFF_P_
[where the power goes]
part / internal [mW] / switching [mW] / leakage (nW) / total, mW
clock: 0.0616 / 0.0572 / 0.0150 / 0.119
sequential: 0.207 / 0 / 0.105 / 0.207
combinational: 0.00881 / 0.00391 / 0.292 / 0.0127
[layout by cell type (no fill, tap or decap), types with 2 or more instances in the layout]
cell | Yosys | layout
clkdlybuf4s50_1 | 0 | 17
dfxtp_1 | 13 | 13
ha_1 | 12 | 12
inv_1 | 7 | 7
nor2_1 | 5 | 5
clkbuf_4 | 0 | 3
and3b_1 | 2 | 2
nand2_1 | 2 | 2
nand3b_1 | 2 | 2
nand3_1 | 2 | 2
nor3_1 | 2 | 2
o31ai_1 | 2 | 2
a21oi_1 | 3 | 2
[cells in the mapped netlist, drive strengths merged]
master | n | area (sq um)
o32ai | 2 | 25.0
o21a | 1 | 7.51
a22o | 1 | 17.5
nand2 | 2 | 7.51
a41oi | 1 | 8.76
and3 | 1 | 6.26
nand3b | 2 | 15.0
and3b | 2 | 17.5
ha | 12 | 150
a21oi | 3 | 15.0
buf | 1 | 7.51
dfxtp | 13 | 260
or3 | 1 | 6.26
and4b | 1 | 10.0
nor2 | 6 | 25.0
mux2 | 1 | 11.3
inv | 8 | 30.0
o21ai | 1 | 5.00
mux2i | 1 | 10.0
a22oi | 1 | 7.51
nor4bb | 1 | 10.0
nor3 | 2 | 10.0
o31ai | 2 | 15.0
o2bb2ai | 1 | 8.76
nand3 | 2 | 10.0
and2 | 1 | 6.26
No activity file was given, so power comes from the tool's default toggle rates.
