`/design/flow/run.sh`:
```
#!/bin/bash
# OpenROAD 26Q1-2900-gdf79404cd8, Yosys 0.63+post, stock flow scripts
make -C /OpenROAD-flow-scripts/flow DESIGN_CONFIG=/design/flow/config.mk WORK_HOME=/design/flow/orfs finish
```
`/design/flow/config.mk`:
```
export PLATFORM = sky130hd
export DESIGN_NAME = ssdModule
export DESIGN_NICKNAME = ssdModule
export VERILOG_FILES = /design/flow/design.v
export SDC_FILE = /design/flow/constraint.sdc
export NUM_CORES = 4
export LEC_CHECK = 1
export CORE_AREA = 10 10 89 89
export DIE_AREA = 0 0 99 99
```
`/design/flow/constraint.sdc`:
```
current_design ssdModule

set clk_period 2.8
set clk_io_pct 0.2

create_clock -name clk0 -period $clk_period [get_ports {clk}]

set non_clock_inputs [all_inputs -no_clocks]
set_input_delay [expr $clk_period * $clk_io_pct] -clock clk0 $non_clock_inputs
set_output_delay [expr $clk_period * $clk_io_pct] -clock clk0 [all_outputs]
```
`/design/flow/design.v`:
```
`timescale 1ns / 1ps
module binary_to_segment(
    input [4:0] binary_in,
    output reg [6:0] seven_out
    );
always @(binary_in) 
begin
    case(binary_in)
			5'd0: seven_out =7'b0000001;            	 
			5'd1: seven_out =7'b1001111;            	 
			5'd2: seven_out =7'b0010010;            	 
			5'd3: seven_out =7'b0000110;            	 
			5'd4: seven_out =7'b1001100;            	 
			5'd5: seven_out =7'b0100100;            	 
			5'd6: seven_out =7'b0100000;            	 
			5'd7: seven_out =7'b0001111;            	 
			5'd8: seven_out =7'b0000000;            	 
			5'd9: seven_out =7'b0001100;            		 
			5'd10: seven_out =7'b0001000;           	 
			5'd11: seven_out =7'b0000000;            	 
			5'd12: seven_out =7'b0110001;  		   	 
			5'd13: seven_out =7'b0000001;            	 
			5'd14: seven_out =7'b0110000;           	 
			5'd15: seven_out =7'b0111000; 		      	 
			5'd16: seven_out= 7'b1110001;           	 
			5'd17: seven_out= 7'b1000010;           	 
			5'd18: seven_out= 7'b0011000;           	 
			5'd19: seven_out= 7'b1111110;           	 
			5'd20: seven_out= 7'b1101010;           	 
			5'd21: seven_out= 7'b1111010;           	 
			5'd22: seven_out= 7'b1100011;           	 
			5'd23: seven_out= 7'b1110010;           	 
			5'd24: seven_out= 7'b1110000;           	 
			5'd25: seven_out= 7'b1000100;           	 
			5'd26: seven_out= 7'b0100100;          	 
			5'd27: seven_out= 7'b1111111;           	 
			default: seven_out = 7'b1111111;
    endcase
end
endmodule
`timescale 1ns / 1ps
module ssdModule(
    input [19:0] ssdIn,
	 input clk,
	 output reg [3:0] AN,
    output [6:0] ssdOut
    );
	reg [4:0] seven_in;
	reg [2:0] count;
	binary_to_segment disp1(seven_in,ssdOut); 
	always @(posedge clk) begin
		case (count)
			0: begin
				count<=count+1'b1;
				AN <= 4'b0111;
				seven_in <= ssdIn[19:15];
			end
			1: begin
				count<=count+1'b1;
				AN <= 4'b1011;
				seven_in <= ssdIn[14:10];
			end
			2: begin
				count<=count+1'b1;
				AN <= 4'b1101;
				seven_in <=ssdIn[9:5]; 
			end
			3: begin
				count<=count+1'b1;
				AN <= 4'b1110;
				seven_in <=ssdIn[4:0]; 
			end
			default count<= 0;
		endcase
	end
endmodule
```
==> metrics.csv <==
stage;metric;value;unit
final_timing;worstMarginPinSlew;0.6250;ns
grt;antenna_found_initial;0;
clocking;cts-buffers-inserted;3;
clocking;clk_pin_slew;0.08;ns
final_layout;seq_area;470.5;um2
critical_path;crit_cells;12;
run_status;status;finished, final reports clean;
drt;vias;1054;
pwr;ir_worst_vdd;0.0001311;V
floorplan;fp_util;0.2135;
critical_path;crit_type;reg2reg;
drt;postRouteAntennaNets;0;
job;tool_warnings;34;
yosys;ys_cells;129;
final_timing;setup_violations;0;
drt;drt_iter0_markers;62;
yosys;ys_seq_frac;0.3679;
yosys;synthDistinctLibCells;45;
final_timing;drv_slew;0;
yosys;yosys-top-cells-count;13 x ha_1, 10 x a21oi_1, 10 x dfxtp_1, 10 x inv_1, 10 x nand2_1;
drt;routedWlPerCell;12.48;um
critical_path;crit_required;2.93;ns
yosys;syn-instance-count;129;
grt;track_usage;0.05898;
critical_path;r2r_cells;12;
final_layout;areaGrowthSynthToFinish;35.91;%
drt;dr.pass1.iters;4;
yosys;ys.flop_type;dfxtp_1;
placement;dp_hpwl;2320;um
final_timing;rsz0062_at_grt;false;
yosys;synth-seq-cells;19;
critical_path;end_kind;register;
critical_path;critPathLaunchType;register;
yosys;async_flop_share;0;
clocking;clock_latency;0.26;ns
yosys;syn_area;0.001279;mm2
clocking;postCtsHoldBufs;0;
yosys;syn-mean-instance-area;9.913;um2
critical_path;r2r_slack;0.25;ns
final_layout;finalInstanceArea;0.001738;mm2
yosys;top_area_frac;0.2114;
pwr;leakage;0.6821;nW
critical_path;cpMostUsedCell;inv_1;
job;cap_violations;0;
yosys;synth.area.top_cells;edfxtp_1 21%, dfxtp_1 16%, ha_1 13%, a21oi_1 3.9%, a22oi_1 2.9%;
final_layout;comb_area;730.7;um2
final_timing;period_used_share;0.9118;
critical_path;crit_fanout;8;
drt;vias_per_cell;4.429;
placement;gp_congestion;0.8003;
clocking;cts_buffer_depth;2;
final_timing;setup_tns;0;ns
yosys;yosysChipArea;0.001279;mm2
final_timing;hold_violations;0;
yosys;synth_area_leader_cell;edfxtp_1;
floorplan;row_count;28;
floorplan;die_w;99;um
pwr;power.density;296.1;mW/mm2
yosys;yosysMostFrequentCell;ha_1;
yosys;edf_count;9;
critical_path;cp_num_buf_inv;2;
clocking;root_buffer;clkbuf_8;
floorplan;fp.dieH;99;um
critical_path;slowest_delay;0.43;ns
critical_path;crit_chain;inv_1 -> ha_2 -> nor2b_1 -> a222oi_1 -> nor2_1 -> a21oi_1 -> o21a_2 -> inv_1 -> ha_1 -> a211o_1 -> o21ai_0 -> o22ai_1;
placement;portBuffers;31;
clocking;cts.sink_count;19;
clocking;cts_htree_levels;1;
final_timing;layout_min_cycle_time;2.553;ns
final_layout;fillers;599;
grt;grt_pass1_vias;1072;
critical_path;cp.arrival;2.69;ns
floorplan;die_area;0.009801;mm2
floorplan;design.core.area;0.005991;mm2
worst_hold_path;whs_path_depth;1;
grt;grt_max_degree;22;
grt;grt_pass1_wl;5043;um
drt;diodes;0;
yosys;ys_warn_count;2;
placement;placedInstanceArea;0.001678;mm2
final_timing;slew_headroom;0.5833;
worst_hold_path;hp-class;reg2reg;
clocking;cts_tree;done;
critical_path;worst_path_dominant_cell_family;AND-OR/OR-AND gates;
drt;drt-total-wl;2971;um
clocking;cts_setup_buffers;0;
final_timing;skew;0.005417;ns
final_timing;max_freq;391.7;MHz
drt;drc;0;
final_layout;drive_gt1_frac;0.1472;
critical_path;slowest_stage;dfxtp_1;
floorplan;io_pins;32;
grt;grt_overflow;0;
==> layer usage <==
metal | global-route usage | wire length, um | up-vias | part of all wire
met5 | 0 | 0 | - | 0
met4 | 0.01323 | 43 | 0 | 0.014
met3 | 0.01268 | 183 | 2 | 0.062
met2 | 0.09719 | 1380 | 17 | 0.46
met1 | 0.07715 | 1364 | 485 | 0.46
li1 | - | - | 550 | -
==> what timing repair did <==
item	4_1_cts	5_1_grt
hold endpoints to repair	0	0
endpoints found under the setup margin	0	2
resized	0	3
==> worst paths after layout <==
| kind | start | end |
|---|---|---|
| setup reg to reg | count[1]$_SDFF_PP0_ | ssdOut[0]$_DFF_P_ |
| hold reg to reg | count[0]$_SDFF_PP0_ | count[0]$_SDFF_PP0_ |
| setup / recovery | count[1]$_SDFF_PP0_ | ssdOut[0]$_DFF_P_ |
| hold / removal | count[0]$_SDFF_PP0_ | count[0]$_SDFF_PP0_ |
==> worst reg2reg max path, stage by stage, from the launching register on <==
cell and delay, ns:
dfxtp_1 0.43, inv_1 0.12, ha_2 0.25, nor2b_1 0.16
a222oi_1 0.23, nor2_1 0.07, a21oi_1 0.18, o21a_2 0.20
inv_1 0.08, ha_1 0.27, a211o_1 0.27, o21ai_0 0.08
o22ai_1 0.10
==> stage by stage <==
stage	hold WS (ns)	std cells	total power, mW	setup slack, ns	util
finish	0.4781	238	0.5146	0.2469	0.2901
global route	0.4983	238	0.5350	0.01056	0.2901
CTS	0.4813	238	0.5230	0.1615	0.2882
detailed placement	0.4629	234	0.3253	0.08827	0.2801
global placement	0.4532	234	0.3248	0.1337	0.2801
floorplan	0.4332	129	0.2961	0.2650	-
==> layout by cell type (no fill, tap or decap), drive strengths merged, types with 2 or more instances in the layout <==
cell and count:
edfxtp 9, a22oi 5, a211oi 2, o21ai 4, a311o 2, buf 5
nand3b 3, dfxtp 10, a21o 3, nand2 10, clkbuf 3, or4 2
o221ai 2, ha 13, clkdlybuf4s50 31, o22ai 5, nor3 2, inv 11
nor2b 3, and2 3, nor2 9, a21oi 11
==> logic make-up (layout without fill, tap and decap cells) <==
group / after synthesis / after routing / share of synthesized area
buffers and inverters: 17 / 51 / 0.06947
DFF: 19 / 19 / 0.3679
muxes: 1 / 1 / 0.008806
AOI/OAI and AO/OA: 46 / 46 / 0.2955
adders and majority gates: 13 / 13 / 0.1272
and+or+nand+nor: 33 / 33 / 0.1311
==> where the power goes <==
group / internal [mW] / switching [mW]
Clock: 0.100 / 0.0957
Combinational: 0.0249 / 0.00605
Sequential: 0.288 / 0
Total: 0.413 / 0.102
==> state kept, by name, indices dropped and copies added, names as in the netlist <==
| name | cells |
|---|---|
| ssdOut | 7 |
| AN | 4 |
| seven_in | 5 |
| count | 3 |
==> area by class of cell <==
| cell class | count | share of cell area |
|---|---|---|
| sequential | 19 | 0.2707 |
| clock buffer | 3 | 0.02376 |
| tap | 75 | 0.05400 |
| multi-input combinational | 93 | 0.4204 |
| clock inverter | 1 | 0.004320 |
| timing repair buffer | 36 | 0.2001 |
| inverter | 11 | 0.02664 |
Power and IR drop assume default switching activity.
